==> flow/config.mk <==
export PLATFORM = sky130hd
export DESIGN_NAME = top_detect
export DESIGN_NICKNAME = top_detect
export VERILOG_FILES = /design/flow/design.v
export SDC_FILE = /design/flow/constraint.sdc
export NUM_CORES = 4
export LEC_CHECK = 1
export CORE_AREA = 10 10 70 70
export DIE_AREA = 0 0 80 80
==> flow/run.sh <==
#!/bin/bash
# OpenROAD 26Q1-2900-gdf79404cd8, Yosys 0.63+post, stock flow scripts
make -C /OpenROAD-flow-scripts/flow DESIGN_CONFIG=/design/flow/config.mk WORK_HOME=/design/flow/orfs finish
==> flow/design.v <==
`timescale 1 ns / 10 ps
module top_detect(counter1, counter2, detect_rst, detected_op, weight_ele, input_patt, clk, rst);
input clk, rst;
input [7:0] weight_ele;
input [15:0] input_patt;
output reg [15:0] detected_op;
output reg detect_rst;
output [3:0] counter1; 
output [3:0] counter2;
reg [15:0] modified_input;
reg [15:0] modified_prev;
reg [15:0] input_pattern;
reg cmp_rst;
wire complete;
wire [15:0] input_;
wire cmp_out;
detect d (counter1, counter2, input_, complete, weight_ele, input_pattern, clk, detect_rst);
compare cmp_old_and_new (cmp_out, modified_input, modified_prev, clk, cmp_rst);
always @(posedge clk)
begin
	if(rst == 0)
	begin
		detected_op <= 0;
		modified_input <= 0;
		cmp_rst <= 0;
		input_pattern <= input_patt;
		modified_prev <= input_patt;
	end
	else
	begin
		if(complete == 1)
		begin
			detect_rst <= 0;
			modified_input <= input_;
			cmp_rst <= 1;
		end
		else
		begin
			cmp_rst <= 0;
		end
		if(cmp_out == 1)
		begin
			detect_rst <= 1;
			input_pattern <= modified_input;
			modified_prev <= modified_input;
		end
		else 
		begin
			detected_op <= modified_input;
		end
	end
end
always @*
begin
	detect_rst <= rst;
end
endmodule
module detect(counter1, counter2, input_, complete, weight_ele, input_patt, clk, rst);
parameter wt_bits = 8;
parameter cntr1_width = 4;
parameter cntr2_width = 4;  
input clk, rst;
input [7:0] weight_ele;
input [15:0] input_patt;
output reg complete;
output reg [15:0] input_;
wire [cntr1_width-1:0] counter1_delayed;	
wire [cntr2_width-1:0] counter2_delayed;
wire [7:0] fdbk_wire;
output [cntr1_width-1:0] counter1;
output [cntr2_width-1:0] counter2;
reg en_update_ip;  
reg [7:0] weight_reg;
reg adder_rst;
reg rst_;
reg tempwire;
counter c1(counter1, counter1_delayed, counter2, counter2_delayed, clk, rst);
add_ mac(fdbk_wire, fdbk_wire, weight_reg, input_[counter1_delayed], clk, adder_rst);
always @(posedge clk)
begin
    if(rst == 0)
    begin
        en_update_ip <= 1'b0;
        complete <= 1'b0;
        weight_reg <= 0;
		input_ <= input_patt;
	end
	else 
	begin
		if(counter1_delayed == 4'hF)
			en_update_ip <= 1'b1;
		if(counter1_delayed == 4'd0)
			en_update_ip <= 1'b0;
		if (en_update_ip == 1)
        begin
			input_[counter2_delayed] <= tempwire;
		end	
		if ((counter1 == 0)&&(counter1_delayed == 0)&&(counter2 == 0)&&(counter2_delayed == 4'hF))
		begin
			complete <= 1'b1;
		end
		else 
		begin
			complete <= 1'b0;
		end
	end
end
always @*
begin
	rst_ <= rst;
	tempwire <= ~fdbk_wire[7];
	adder_rst <= rst_ & (~en_update_ip);
	weight_reg <= weight_ele;	
end
endmodule
module compare(cmp_out, modified1, mod_prev, clk, rst);
input rst, clk;
input [15:0]modified1;
input [15:0]mod_prev;
output reg cmp_out;
always @(posedge clk)
begin
	if (rst == 0)
	begin
		cmp_out <= 0;
	end
	else
	begin
		if (modified1 != mod_prev)
		begin
			cmp_out <= 1;
		end
		else if (modified1 == mod_prev)
		begin
			cmp_out <= 0;
		end
	end
end
endmodule
module counter(counter1, counter1_delayed, counter2, counter2_delayed, clk, rst);
parameter cntr1_width = 4;
parameter cntr2_width = 4;  
parameter count_upto = 15;
input clk, rst;
output reg [cntr1_width-1:0] counter1;
output reg [cntr2_width-1:0] counter2;
output reg [cntr1_width-1:0] counter1_delayed;
output reg [cntr1_width-1:0] counter2_delayed;
reg [cntr1_width-1:0] temp1;
reg [cntr1_width-1:0] temp2;
always @(posedge clk)
begin
	if(rst == 0)
	begin 
		counter1 <= 0;
		counter2 <= 0;
		counter1_delayed <= 0;
		counter2_delayed <= 0;
		temp1 <= 0;
		temp2 <= 0;
	end
	else
	begin
		if (counter1_delayed == 4'b1111)
		begin
			counter1 <= counter1; 
		end
		else
		begin
			counter1 <= counter1 + 1;
		end
		counter1_delayed <= counter1;
		temp1 <= counter2;
		counter2_delayed <= temp1;
	end	
end
always @(negedge counter1[cntr1_width-1])
begin
	counter2 <= counter2 + 1; 
end
endmodule
module add_ (op, input1, input2, ctrl, clk, rst);
input [7:0] input1;
input [7:0] input2;
input ctrl;
input clk, rst;
output reg [7:0] op;
reg [7:0] sum;
reg [7:0] diff;
always @(posedge clk)
begin
	if(rst == 0)
	begin
		op <= 0;
	end
	else
	begin
		op <= ctrl ? (sum) : (diff);
	end
end
always @*
begin
	if(rst == 0)
	begin
		sum <= 0;
		diff <= 0;
	end
	else
	begin
		sum <= input1 + input2;
		diff <= input1 - input2;
	end
end
endmodule
==> flow/constraint.sdc <==
current_design top_detect

set clk_period 2.2
set clk_io_pct 0.2

create_clock -name clk0 -period $clk_period [get_ports {clk}]

set non_clock_inputs [all_inputs -no_clocks]
set_input_delay [expr $clk_period * $clk_io_pct] -clock clk0 $non_clock_inputs
set_output_delay [expr $clk_period * $clk_io_pct] -clock clk0 [all_outputs]
==> summary.txt <==
Notes on the flow run.

- The flow did not finish.
- The run ended at synthesis (1_2_yosys).
- The tool reported: "ERROR: Found 9 problems in 'check -assert'".
- The share of the Yosys chip area taken by registers is 0.3412.
- The number of storage elements in the synthesis netlist is 9, for reference.
- Ranked by total cell area, the synthesized netlist is headed by buf_4 (41%), dfxtp_1 (34%), and2_1 (5.9%).
- The post-synthesis chip area from yosys is roughly 530 µm², for reference.
- The leading area contributor after synthesis is buf_4, for reference.
- The cell count listed in synth_stat.txt is 55, for reference.
- Of the post-synthesis cell area, the dominant cell type holds 0.4123.
- The distinct cell type count after synthesis is 13, for reference.
- The count of synthesis-stage warnings from yosys is 5, for reference.
## kinds of logic after synthesis
group / count (synthesis) / synth area share
buffers and inverters: 29 / 0.4123
and+or+nand+nor: 11 / 0.1374
DFF: 9 / 0.3412
muxes: 3 / 0.06161
xor gates and xnor gates: 1 / 0.01659
adders and majority gates: 1 / 0.02369
other: 1 / 0.007102
## synth_stat cells, drive strengths merged
master  count
and2        5
buf        29
conb        1
dfxtp       9
ha          1
mux2        2
mux2i       1
nand2       1
nand4       2
nor2b       3
xor2        1
